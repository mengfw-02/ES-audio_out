**design/flow/design.v**
```verilog
`timescale 1ns/1ps
module driver_interface #(
    parameter int DATA_SIZE = 28
)(
    input  logic                   clk,        
    input  logic                   reset,      
    input  logic                   chipselect,
    input  logic                   address,    
    input  logic                   read,
    output logic [31:0]            read_data,
    input  logic                   source_valid,
    input  logic [DATA_SIZE-1:0]   source_data,
    output logic                   source_ready
);
    logic [DATA_SIZE-1:0] data_reg;
    logic data_full;
    always_ff @(posedge clk) begin
        if (reset) begin
            data_reg <= '0;
            data_full <= 1'b0;
            read_data <= '0;
        end else begin
            if (source_valid && !data_full) begin
                data_reg <= source_data;
                data_full <= 1'b1;
            end else if (chipselect && read && data_full && (address == 1'b0)) begin
                read_data <= {{32-DATA_SIZE{1'b0}}, data_reg};
                data_full <= 1'b0;
            end 
        end
    end
    assign source_ready = !data_full;   
endmodule
```
**design/flow/run.sh**
```bash
#!/bin/bash
# OpenROAD 26Q1-2900-gdf79404cd8, Yosys 0.63+post, stock flow scripts
make -C /OpenROAD-flow-scripts/flow DESIGN_CONFIG=/design/flow/config.mk WORK_HOME=/design/flow/orfs finish
```
**design/flow/config.mk**
```make
export PLATFORM = sky130hd
export DESIGN_NAME = driver_interface
export DESIGN_NICKNAME = driver_interface
export VERILOG_FILES = /design/flow/design.v
export SDC_FILE = /design/flow/constraint.sdc
export NUM_CORES = 4
export LEC_CHECK = 1
export CORE_UTILIZATION = 40
```
**design/flow/constraint.sdc**
```tcl
current_design driver_interface

set clk_period 3.2
set clk_io_pct 0.2

create_clock -name clk0 -period $clk_period [get_ports {clk}]

set non_clock_inputs [all_inputs -no_clocks]
set_input_delay [expr $clk_period * $clk_io_pct] -clock clk0 $non_clock_inputs
set_output_delay [expr $clk_period * $clk_io_pct] -clock clk0 [all_outputs]
```
==> run summary <==
Main metrics from the flow reports.

Per the synth log, the flip-flop and latch total comes to 57. The number of distinct library cells after synthesis came out at 16. The setup violation total in the final timing report is 0. The post-place setup slack came out at 0.849 ns.

The leftover overflow at the end of global routing is 0. Note that the worst hold path type here is reg -> reg. Counting flops with a built-in enable in the synthesized netlist gives 0. Yosys reports that the most numerous cell types are nand2_1 (112), dfxtp_1 (57), a21oi_1 (46), a21oi_2 (10). The H-tree generated during clock tree synthesis spans 3 levels.

The total track usage came out at 0.184. The tool flagged a number of max-cap violations equal to 0. The number of antenna violations at the first check in global routing came out at 0.

In this run the remaining antenna-violating nets after routing total 0. The number of I/O pins is 67. For this configuration, the core starts out at a cell density of 0.425. The proportion of synthesized chip area in sequential cells came out at 0.553. Of the post-synthesis cell area, the dominant cell type holds 0.553.

The run finished with clean final reports. The detailed placement HPWL is 2.69 mm. The repair_antennas step left the layout with diodes totalling 0. The first-pass iteration count of the detailed router is 4. Measured along the y axis, the die boundary spans 73.8 microns. The routed layout has 1,784 vias. The core region is 4850 sq um. The source of the worst register-to-register timing path is data_full$_SDFFE_PP0P_. The via-per-instance ratio came out at 4.65. Entering global routing, the biggest net connects 43 pins. The number of warnings issued by yosys came out at 1. The critical path startpoint is address. The top flip-flop cell by instance count after synthesis is dfxtp_1. The cell depth of the worst min-delay path is 2.

The post-cts hold buffer count came out at 0. The number of OpenROAD warnings came out at 25. After synthesis, the design contains 254 cells according to Yosys. Setup repair after global routing left no endpoint under its margin. Counting flops with an async set or reset pin after synthesis yields a share of 0. In the final timing run, aggregate negative setup slack is 0 ns.

Per the slew report, the remaining headroom to the max-slew limit stands at 0.437. In the post-route analysis, the smallest setup slack over all paths is 1.17 ns. The pin closest to its max-slew limit shows a slew of 0.844 ns. The biggest area consumer among synthesized cells is dfxtp_1. A synthesized cell averages 8.12 sq um. Row generation in the floorplan step produced 25 rows. The number of non-filler instances in the completed layout is 384. After layout, the setup clock skew is reported as 0.00533 ns. The upper clock frequency limit came out at 0.493 GHz. The number of placed instances, taps included, is 369. The number of standard cells after synthesis is 254. The share of final-layout standard cells stronger than drive strength 1 came out at 0.101. nand2_1 is the most common cell in the netlist.

Clock tree synthesis selected as its root buffer the cell clkbuf_8. Per the placement log, port buffering inserted 62 buffers. The setup fix buffers added after clock tree synthesis is 0. The area overhead of the layout relative to synthesis is 38.5%. The summed standard-cell area reported by yosys came out at 2060 sq um. The type of origin of the critical path is an input pin.

The launch point of the worst min-delay path is recorded as data_reg[27]$_SDFFE_PP0P_. The critical path is of the in -> reg type. The share of the clock period used by the worst path after layout came out at 0.634. The CTS report gives the tree buffer count as 9.

The clock latency at the later pin of the worst-skew pair is 0.32 ns. The number of cells traversed by the worst register-to-register path came out at 3. TritonCTS built the clock tree.

The minimum hold slack came out at 0.448 ns. The routability-driven placement congestion ratio is 0.752. The maximum clock insertion buffer count is 2. The worst setup path is captured at a register. The final max-slew violation count came out at 0. The area of the mapped netlist is 2060 sq um.

The cell sequence reported for the critical path is clkdlybuf4s50_1, nand4b_2, nand2_1, a21oi_2. The detailed-route DRC error count is 0. The die boundary width is 73.8 microns. The setup slack of the most critical reg-to-reg path came out at 1.53 ns. In this run, the number of DRC markers left after iteration 0 of detailed routing was 80.

The TritonCTS sink count came out at 57. The largest individual stage delay along the critical path comes from the cell nand4b_2. The required time reported for the critical path endpoint is 3.38 ns. The detailed-route wire length per cell is 11.6 microns. Power spread over the standard cell area amounts to 509 nW/um^2. The peak supply drop is 0.363 mV.

In the final report, the number of hold violations comes to 0. The clock-pin transition on the worst setup and hold timing paths came out at 0.06 ns. The number of global-route vias before repair came to 1,609. The first-pass GRT wire length came out at 7.36 mm. The leakage power summed over all cells is 1.01 nW.

After synthesis, the cell types taking the most area are dfxtp_1 (55%), nand2_1 (20%), a21oi_1 (11%). The total detailed-routing wirelength came out at 4.44 mm. The data arrival time of the critical path is 2.20 ns.

The routed design could run at a clock period as short as 2.03 ns. The peak fanout along the critical path is 28. The peak per-stage delay on the critical path came out at 0.76 ns. The total die size is 5450 sq um. The total of cells resized after clock tree synthesis came out at 0.
[kinds of logic (layout without fill, tap and decap cells)]
family,after synthesis,in the layout,synth area share
AND/OR/NAND/NOR,118,118,0.226
flip-flops,57,57,0.553
AND-OR/OR-AND,56,56,0.154
buffers and inverters,22,82,0.0643
other,1,4,0.00182
[metrics by stage]
stage | util | total power [mW] | cell area (sq um)
2_1_floorplan | - | 0.819 | 2070
3_3_place_gp | 0.552 | 0.874 | 2680
3_5_place_dp | 0.552 | 0.875 | 2680
4_1_cts | 0.589 | 1.47 | 2860
5_1_grt | 0.589 | 1.53 | 2860
6_report | 0.589 | 1.45 | 2860
[path summary, 6_finish.rpt]
check                                to
min reg2reg  read_data[27]$_SDFFE_PP0P_
min          read_data[27]$_SDFFE_PP0P_
max reg2reg   read_data[8]$_SDFFE_PP0P_
max           read_data[8]$_SDFFE_PP0P_
[per-layer routing]
| metal | GRT usage | wire (microns) |
|---|---|---|
| met4 | 0.0214 | 23 |
| met1 | 0.267 | 2030 |
| met3 | 0.0638 | 280 |
| met5 | 0 | 0 |
| met2 | 0.283 | 2100 |
[cell usage in the layout (no fill, tap or decap), drive strengths merged]
master	n
a21oi	56
and4b	1
buf	5
clkbuf	12
clkdlybuf4s50	61
clkinv	3
conb	4
dfxtp	57
inv	1
nand2	112
nand2b	1
nand4b	1
nor2	1
nor2b	1
nor3	1
[where the power goes]
group          switching, mW  internal [mW]
clock network          0.259          0.336
logic                 0.0540         0.0592
registers             0.0116          0.733
[critical path, delay by kind of cell]
family                 cells  cell delay (ns)
AND-OR/OR-AND              1             0.08
buffers and inverters      1             0.40
AND/OR/NAND/NOR            2             1.08
[final cells by class]
class	instances	area (sq um)
clock buffers	12	165
flip-flops and latches	57	1140
inverters	1	3.75
multi-input cells	178	802
repair buffers	66	646
well taps	67	83.8
clock inverters	3	15.0
fillers	447	1990
Power is estimated from default activity; no workload was simulated.
